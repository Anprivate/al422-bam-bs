$ cat /design/flow/design.v
module al422_bam_bs (
	input wire in_clk, in_nrst,
	input wire [7:0] in_data,
	output wire al422_nrst_out, al422_re_out,
	output wire led_clk_out, led_oe_out, led_lat_out,
	output wire [4:0] led_row,
	output wire [2:0] rgb1, rgb2
);
	reg al422_nrst;
	assign al422_nrst_out = in_nrst & al422_nrst;
	reg led_oe, led_lat, led_clk;
	reg [2:0] out_phases;
	assign led_oe_out = led_oe ^ out_phases[0];
	assign led_lat_out = led_lat ^ out_phases[1];
	assign led_clk_out = led_clk ^ out_phases[2];
	reg [5:0] rgb_data;
	assign rgb1 = rgb_data[2:0];
	assign rgb2 = rgb_data[5:3];
	reg [4:0] cur_row;
	assign led_row = cur_row;
	reg [15:0] oe_counter;
	reg [15:0] oe_inactive_register;
	reg [2:0] phase_counter;
	reg oe_phase_is_finished;
	reg load_phase_is_finished;
	wire next_row_start = oe_phase_is_finished & load_phase_is_finished;
	always @(posedge in_clk or negedge in_nrst)
		if (~in_nrst)
			led_lat <= 1'b0;
		else
			led_lat <= (phase_counter == 3'h1);
	always @(posedge in_clk or negedge in_nrst)
		if (~in_nrst)
			phase_counter <= 3'b0;
		else
			if (next_row_start) 
				phase_counter <= 3'b0;
			else
				if (phase_counter !=3'h5)
					phase_counter <= phase_counter + 1'b1;
	always @(posedge in_clk or negedge in_nrst)
		if (~in_nrst)
			cur_row <= 5'b0;
		else
			if (phase_counter == 3'h0)
				cur_row <= in_data[4:0];
	always @(posedge in_clk or negedge in_nrst)
		if (~in_nrst)
			out_phases <= 3'b001;
		else
			if (phase_counter == 3'h0)
				out_phases <= in_data[7:5];
	wire oe_counter_is_zero;
	assign oe_counter_is_zero = (oe_counter == 16'h0);
	always @(posedge in_clk or negedge in_nrst)
		if (~in_nrst)
			oe_phase_is_finished <= 1'b0;
		else
			if (next_row_start) 
				oe_phase_is_finished <= 1'b0;
			else
				if ((phase_counter == 3'h5) & oe_counter_is_zero & !led_oe)
					oe_phase_is_finished <= 1'b1;
	always @(posedge in_clk or negedge in_nrst)
		if (~in_nrst)
			oe_counter <= 16'h0;
		else
			case (phase_counter)
				3'h1: oe_counter[7:0] <= in_data;
				3'h2: oe_counter[15:8] <= in_data;
				3'h5: 
					if (oe_counter_is_zero)
						oe_counter <= oe_inactive_register;
					else
						oe_counter <= oe_counter - 1'b1;
			endcase
	always @(posedge in_clk or negedge in_nrst)
		if (~in_nrst)
			led_oe <= 1'b0;
		else
			if (phase_counter == 3'h4)
				led_oe <= 1'b1;
			else
				if (oe_counter_is_zero)
					led_oe <= 1'b0;
	always @(posedge in_clk or negedge in_nrst)
		if (~in_nrst)
			oe_inactive_register <= 16'h0;
		else
			case (phase_counter)
				3'h3: oe_inactive_register[7:0] <= in_data;
				3'h4: oe_inactive_register[15:8] <= in_data;
			endcase
	reg data_phase;
	reg eol_fixed;
	assign al422_re_out = data_phase | eol_fixed;
	always @(posedge in_clk or negedge in_nrst)
		if (~in_nrst)
			data_phase <= 1'b0;
		else
			if (next_row_start) 
				data_phase <= 1'b0;
			else
				if (phase_counter == 3'h5)
					data_phase <= ~data_phase;
	always @(posedge in_clk or negedge in_nrst)
		if (~in_nrst)
			rgb_data <= 6'h0;
		else
			if ((phase_counter == 3'h5) & !data_phase)
				rgb_data <= in_data[5:0];
	always @(posedge in_clk or negedge in_nrst)
		if (~in_nrst)
			led_clk <= 1'b0;
		else
			if (next_row_start) 
				led_clk <= 1'b0;
			else
				led_clk <= data_phase | eol_fixed;
	always @(posedge in_clk or negedge in_nrst)
		if (~in_nrst)
			eol_fixed <= 1'b0;
		else
			if (next_row_start) 
				eol_fixed <= 1'b0;
			else
				if ((phase_counter == 3'h5) & !data_phase & (in_data[6] | in_data[7]))
					eol_fixed <= 1'b1;
	always @(posedge in_clk or negedge in_nrst)
		if (~in_nrst)
			al422_nrst <= 1'b1;
		else
			if (next_row_start) 
				al422_nrst <= 1'b1;
			else
				if ((phase_counter == 3'h5) & data_phase & in_data[7])
					al422_nrst <= 1'b0;
	always @(posedge in_clk or negedge in_nrst)
		if (~in_nrst)
			load_phase_is_finished <= 1'b0;
		else
			if (next_row_start) 
				load_phase_is_finished <= 1'b0;
			else
				if (eol_fixed & !data_phase)
					load_phase_is_finished <= 1'b1;
endmodule
$ cat /design/flow/run.sh
#!/bin/bash
# OpenROAD 26Q1-2900-gdf79404cd8, Yosys 0.63+post, stock flow scripts
make -C /OpenROAD-flow-scripts/flow DESIGN_CONFIG=/design/flow/config.mk WORK_HOME=/design/flow/orfs finish
$ cat /design/flow/constraint.sdc
current_design al422_bam_bs

set clk_period 4.4
set clk_io_pct 0.2

create_clock -name clk0 -period $clk_period [get_ports {in_clk}]

set non_clock_inputs [all_inputs -no_clocks]
set_input_delay [expr $clk_period * $clk_io_pct] -clock clk0 $non_clock_inputs
set_output_delay [expr $clk_period * $clk_io_pct] -clock clk0 [all_outputs]
$ cat /design/flow/config.mk
export PLATFORM = sky130hd
export DESIGN_NAME = al422_bam_bs
export DESIGN_NICKNAME = al422_bam_bs
export VERILOG_FILES = /design/flow/design.v
export SDC_FILE = /design/flow/constraint.sdc
export NUM_CORES = 4
export LEC_CHECK = 1
export CORE_UTILIZATION = 50
==> impl_metrics.json <==
{
  "power_density_mw_per_mm2": 491,
  "synthesis.area_mm2": 0.00293,
  "global_route.overflow_total": 0,
  "fillers": 498,
  "place_congestion": 0.860,
  "hpwlAfterDp_um": 4460,
  "hold_viol_final": 0,
  "ctsLongestPathBuffers": 2,
  "simple_gate_area_share_pct": 13.7,
  "openroad.warnings": 30,
  "antenna_found_initial": 0,
  "required_ns": 3.52,
  "ys_cells": 279,
  "worst_clock_skew_ns": 0.00803,
  "top_area_cell": "sky130_fd_sc_hd__dfrtp_1",
  "finalWorstPathRequiredPeriod_ns": 2.48,
  "ys_types": 47,
  "crit_start": "in_nrst",
  "yosysWarnings": 1,
  "worst-endpoint-arrival_ns": 1.60,
  "critPathTopFamily": "buffers and inverters",
  "rsz_0062_raised_after_global_routing": "false",
  "detailedRoute.firstPassIterationCount": 4,
  "synthFlopType": "sky130_fd_sc_hd__dfrtp_1",
  "power.leakage_nw": 1.38,
  "post_cts_buffers": 0,
  "drt-vias-per-instance": 5.94,
  "post-synth-top-area-fraction_pct": 46.9,
  "worst-slew-pin-transition_ns": 0.765,
  "htree_levels": 3,
  "drt_iter0_drc": 181,
  "worstSetupEndpointType": "primary output",
  "top_level_ports": 26,
  "num_rows": 27,
  "via_count": 2239,
  "fmax_mhz": 404,
  "cts.reportedPaths.clkPinSlew_ns": 0.07,
  "critical_path_peak_fanout": 2,
  "slowest_delay_ns": 0.45,
  "die_area_mm2": 0.00617,
  "post_drt_wl_per_cell_um": 18.1,
  "synth.logic.top_family": "AND-OR/OR-AND gates",
  "worst_hold_startpoint": "oe_inactive_register[14]",
  "routed_wl_um": 6820,
  "synth_compound_gate_area_share_pct": 16.0,
  "maxSlewViolCount": 0,
  "cts-resized-gates": 0,
  "clock_tree_from_tritoncts": "yes",
  "grt_pass1_wl_um": 11500,
  "synth.most_common_cell": "sky130_fd_sc_hd__dfrtp_1",
  "ctsHoldBuffers": 0,
  "outcome": "finished, final reports clean",
  "route.antenna.diode_count": 0,
  "max_cap_violations": 0,
  "timing.critical_path.from_type": "primary input",
  "numCtsBuffers": 9,
  "yosys.stat.chipArea_mm2": 0.00293,
  "syn_inst": 279,
  "clkLatencyLatePin_ns": 0.33,
  "post_synth.cell_area_avg_um2": 10.5,
  "die_w_um": 78.6,
  "grt_use_total_pct": 25.9,
  "maximum_number_of_pins_on_one_net_before_global_route_repair": 58,
  "floorplan.core_area_mm2": 0.00557,
  "dp_slack_ns": 1.92,
  "mux_area_share_pct": 10.6,
  "hold_path_class": "register to register",
  "clock_sink_count": 57,
  "critical_path_class": "primary input to primary output",
  "portBuffers": 25,
  "enable_flop_cells": 0,
  "rr_startpoint": "phase_counter[1]",
  "floorplan.die.height_um": 78.6,
  "setup_viol": 0,
  "ant_nets": 0,
  "layout-drive-gt1-share_pct": 16.4,
  "timing.final.ws_setup_ns": 1.92,
  "drc": 0,
  "synthToLayoutAreaGrowth_pct": 15.3,
  "synthTopCellsByArea": "sky130_fd_sc_hd__dfrtp_1 47%, sky130_fd_sc_hd__mux2_2 9.6%, sky130_fd_sc_hd__nand2_1 3.2%",
  "root_buffer": "sky130_fd_sc_hd__clkbuf_8",
  "critPathBufInv": 2,
  "synth.yosys.seq_area_share_pct": 48.7,
  "yosys-top-cells-count": "55 x sky130_fd_sc_hd__dfrtp_1, 25 x sky130_fd_sc_hd__mux2_2, 25 x sky130_fd_sc_hd__nand2_1",
  "first_global_vias": 2275,
  "ir_worst_vdd_uv": 326,
  "finalCritPeriodShare_pct": 56.3,
  "max_slew_margin_pct": 49.0,
  "path_cells": "buf_2 > and2_1 > clkdlybuf4s50_1",
  "synth-adder-area-share_pct": 2.99,
  "fin_tns_setup_ns": 0,
  "async_reset_ff_share_pct": 100,
  "slowest_stage_cell_on_the_critical_path": "sky130_fd_sc_hd__clkdlybuf4s50_1",
  "fp-utilization_pct": 52.6,
  "synth_flop_count": 57,
  "xor_area_share_pct": 2.69
}
==> layout make-up <==
type,instances,area [um^2],share of cell area [%]
flip-flops and latches,57,1430,42.3
multi-input cells,193,1350,39.9
repair buffers,26,253,7.48
clock buffers,10,128,3.77
well taps,72,90.1,2.66
clock inverters,6,82.6,2.44
inverters,13,48.8,1.44
==> path summary, 6_finish.rpt <==
| kind | endpoint | cells past startpoint | slack, ns |
|---|---|---|---|
| setup / recovery | al422_nrst_out | 3 | 1.92 |
| hold / removal | oe_inactive_register[14] | 2 | 0.48 |
| setup reg to reg | oe_counter[15] | 6 | 2.01 |
| hold reg to reg | oe_inactive_register[14] | 2 | 0.48 |
| max in group asynchronous | oe_counter[3] | 2 | 3.14 |
| min in group asynchronous | oe_inactive_register[1] | 2 | 0.77 |
==> metal layers <==
metal | up-vias | track usage (%) | routed length, um
met1 | 1084 | 40.9 | 3190
li1 | 1057 | - | -
met2 | 77 | 36.8 | 2940
met5 | - | 0 | 0
met3 | 21 | 7.67 | 466
met4 | 0 | 6.11 | 225
==> report_power, final <==
group	leakage, nW	total (W)	internal, W	switching [W]
Clock	0.106	0.000525	0.000316	0.000210
Sequential	0.651	0.000780	0.000644	0.000137
Combinational	0.621	0.000353	0.000189	0.000164
Total	1.38	0.00166	0.00115	0.000510
==> kinds of logic after synthesis <==
logic type / Yosys count
muxes: 28
AOI/OAI and AO/OA: 71
and+or+nand+nor: 78
buffers and inverters: 29
adders and majority gates: 7
DFF: 57
xor gates and xnor gates: 9
==> registers in the layout (all words and copies together), names as in the netlist, 3 cells and up <==
name                  flops
cur_row                   5
oe_counter               16
oe_inactive_register     16
out_phases                3
phase_counter             3
rgb_data                  6
==> through the flow <==
step / hold slack (ns) / cell area (um^2) / power [W] / cells / util, %
floorplan: 0.445 / 2930 / 0.00103 / 279 / -
global placement: 0.459 / 3170 / 0.00113 / 361 / 56.9
detailed placement: 0.466 / 3170 / 0.00114 / 361 / 56.9
CTS: 0.481 / 3380 / 0.00167 / 377 / 60.7
global route: 0.505 / 3380 / 0.00177 / 377 / 60.7
finish: 0.477 / 3380 / 0.00166 / 377 / 60.7
==> worst min-delay path, delay by kind of cell, from the launching register on <==
kind             cells  cell delay [ns]
AND/OR/NAND/NOR      1             0.04
AND-OR/OR-AND        1             0.06
flip-flops           1             0.34
==> cell usage in the layout, fill, tap and decap left out, types with 3 or more instances in the layout <==
master                            Yosys  final
sky130_fd_sc_hd__a211oi_1             3      3
sky130_fd_sc_hd__dfrtp_1             55     55
sky130_fd_sc_hd__o22a_1               3      3
sky130_fd_sc_hd__o31ai_1              7      7
sky130_fd_sc_hd__o22ai_1              5      5
sky130_fd_sc_hd__o21ai_0             17     17
sky130_fd_sc_hd__xnor2_1              5      5
sky130_fd_sc_hd__mux2_2              25     25
sky130_fd_sc_hd__or3_1                4      4
sky130_fd_sc_hd__and2_1               4      4
sky130_fd_sc_hd__nor4_1               4      4
sky130_fd_sc_hd__a21oi_1             14     14
sky130_fd_sc_hd__mux2i_1              3      3
sky130_fd_sc_hd__inv_1               13     13
sky130_fd_sc_hd__nand2_1             25     25
sky130_fd_sc_hd__nor3_1              10     10
sky130_fd_sc_hd__nor2_1              16     16
sky130_fd_sc_hd__a32oi_1              5      5
sky130_fd_sc_hd__ha_1                 7      7
sky130_fd_sc_hd__clkbuf_8             2      9
sky130_fd_sc_hd__o211ai_1             3      3
sky130_fd_sc_hd__xor2_1               4      4
sky130_fd_sc_hd__clkdlybuf4s50_1      0     24
sky130_fd_sc_hd__clkinv_2             0      3
sky130_fd_sc_hd__a31oi_1              5      5
Power figures rest on the tool's default switching activity, not on a simulated workload.
